$ cat design/flow/config.mk
export PLATFORM = sky130hd
export DESIGN_NAME = sevenseg
export DESIGN_NICKNAME = sevenseg
export VERILOG_FILES = /design/flow/design.v
export SDC_FILE = /design/flow/constraint.sdc
export NUM_CORES = 4
export LEC_CHECK = 1
export CORE_AREA = 10 10 70 70
export DIE_AREA = 0 0 80 80
$ cat design/flow/constraint.sdc
current_design sevenseg

set clk_period 1.0
set clk_io_pct 0.2

create_clock -name clk0 -period $clk_period

set non_clock_inputs [all_inputs -no_clocks]
set_input_delay [expr $clk_period * $clk_io_pct] -clock clk0 $non_clock_inputs
set_output_delay [expr $clk_period * $clk_io_pct] -clock clk0 [all_outputs]
$ cat design/flow/design.v
module sevenseg(output logic [6:0] data, 
                input logic [3:0] address);
always_comb
  unique casez (address)
    4'b0000 : data = 7'b1000000;
    4'b0001 : data = 7'b1111001;
    4'b0010 : data = 7'b0100100;
    4'b0011 : data = 7'b0110000;
    4'b0100 : data = 7'b0011001;
    4'b0101 : data = 7'b0010010;
    4'b0110 : data = 7'b0000010;
    4'b0111 : data = 7'b1111000;
    4'b1000 : data = 7'b0000000;
    4'b1001 : data = 7'b0010000;
    4'b1010 : data = 7'b0001000;
    4'b1011 : data = 7'b0000011;
	4'b1100 : data = 7'b0100110;
	4'b1101 : data = 7'b0100001;
    4'b1110 : data = 7'b0000110;
	4'b1111 : data = 7'b0001110;	
    default : data = 7'b1111111;
  endcase
endmodule
$ cat design/flow/run.sh
#!/bin/bash
# OpenROAD 26Q1-2900-gdf79404cd8, Yosys 0.63+post, stock flow scripts
make -C /OpenROAD-flow-scripts/flow DESIGN_CONFIG=/design/flow/config.mk WORK_HOME=/design/flow/orfs finish
==> notes.md <==
The run finished, with violations left. The checks that failed: setup timing. The tools report the core occupancy in the finished layout as 18.1%. Per the summary, power density relative to cell area is 373 nW/um^2. The tools report the net switching power of the design as 0.0000918 W. The tools report the total die size as 6400 sq um.

The worst setup path is captured at an output port. After synthesis, the chip area reported by Yosys is 250 sq um. Per the final layout report, the fraction of cells sized above drive strength 1 comes to 72.2%.

Entering global routing, the biggest net connects 9 pins. Setup repair after global routing could not meet its margin everywhere. According to the timing report, the data required time at the worst endpoint equals 0.80 ns. The area growth from synthesis to layout is 147%.

The startpoint-to-endpoint class of the critical path is in2out. The number of warnings in the stage logs came out at 40. The run gives 0 as the total inserted antenna cells. Hold repair after CTS inserted 0 buffers.

In this run the critical path is formed by buf_12, inv_12, ha_4, inv_2, mux4_2, buf_2. The run gives 7 for the DRC violation total after the first TritonRoute iteration. From bottom edge to top edge, the die measures 80 um. The sequential group share of total power is 0%. Net switching is 39.8% of the power. With the placeable core area at 3420 sq um, the share of the yosys chip area belonging to registers is 0%. The final critical-path required period was 1.39 ns.

The run gives 8.61 um for the routed length per instance. Before antenna repair, the detailed router went through 3 iterations. The run gives 861 um for the total wirelength of the detailed-routed design. The library cells used most frequently in the layout, excluding fill and tap cells, are 8 x sky130_fd_sc_hd__buf_6, 6 x sky130_fd_sc_hd__buf_2, 4 x sky130_fd_sc_hd__ha_4, 4 x sky130_fd_sc_hd__buf_4.

The arrival time of data at the worst endpoint is listed as 1.19 ns. The run gives 0 as the flop count. The leakage power summed over all cells is 0.268 nW.

Averaged over all synthesized cells, the footprint is 8.07 sq um. The path class of the tightest hold or removal check is in2out. The routed layout has 305 vias.

For the max capacitance violation total, the log shows 0. The synthesized netlist occupies a cell area of 250 sq um. Per STA, the endpoint of the critical path is data[3]. The run gives 7.33% as the floorplan core density. The end-of-flow timing check tallies setup violations at 7. Fill cells in the final layout number 381. The logs give 0.739 ns for the final hold slack and 1.45 mm for the global-route wire length before repair. Per the placement log, port buffering inserted 11 buffers. The cell taking the most area after synthesis was sky130_fd_sc_hd__ha_1.

Overall overflow remaining after global route: 0. In the post-synthesis netlist, the biggest area contributors are sky130_fd_sc_hd__ha_1 30%, sky130_fd_sc_hd__mux2i_1 12%, sky130_fd_sc_hd__mux4_1 11%, sky130_fd_sc_hd__nor2_1 7.5%, sky130_fd_sc_hd__buf_6 4.5%. With the detailed-placement wirelength estimate at 631 um, the highest attainable clock frequency is 0.719 GHz. The internal power of the cells totals 0.000139 W. For the maximum vdd drop, the log shows 0.0633 mV. In the final timing run, aggregate negative setup slack is -1.96 ns.

In this run the biggest area consumer among cell types represents 30.0% of the synthesized area. Per the post-synthesis report, the number of cells in the design is 31. Per the layout report, the design carries 0 clock buffers. In this run the count of I/O pins placed on the die edge is 11.

After detailed routing, the number of remaining DRC violations is 0. Most frequent standard cell in the layout excluding fill and tap cells: sky130_fd_sc_hd__buf_6. Slowest library cell on the worst path: sky130_fd_sc_hd__mux4_2. The run gives 0 as the final hold violation count. With the via count normalized by instance count at 3.05, the part of the power in the clock network is 0%. With the number of warning messages in the yosys log at 1, the horizontal die dimension is 80 um. Count of different cell masters after synthesis: 17. Per report_power, the combinational group accounts for 100.0% of the total. The tools report the initial antenna violation count as 0. The final antenna-violating net count was 0; the ratio of final minimum period to clock period was 139%.

Across every metal layer, demand over resource in global routing totals 2.64%. The synth_stat.txt file lists the number of cells as 31. STA classifies the critical path startpoint as an input pin. In this run the worst path has a maximum fanout of 5. The register area came out at 0 sq um.

Per the gpl log, the routability congestion estimate is 0.726. The longest incremental delay of any stage on the critical path is reported as 0.44 ns. The logs give 301 for the number of global-route vias before repair and -0.391 ns for the worst setup slack after layout.

According to the timing report, the critical path is launched from address[0]. The headroom to the max-slew limit is 85.7%, and the measured slew at the worst slew-check pin is 0.212 ns. Counting pins that exceed their max-slew limit in the final report gives 0. The run gives 21 for the number of placement rows.
power by group through the flow:
stage	sequential, W	combinational, W	clock, W
CTS	0	0.000206	0
global route	0	0.000253	0
finish	0	0.000230	0
critical path: cells and delay by family:
kind / cells / cell delay (ns)
buffers and inverters: 4 / 0.31
multiplexers: 1 / 0.44
adder cells (fa/ha/maj): 1 / 0.25
logic make-up (layout without fill, tap and decap cells):
family / count (synthesis) / count (layout) / synth area share [%]
buf+inv: 5 / 28 / 11.0
mux: 4 / 4 / 22.5
fa+ha+maj: 6 / 6 / 30.0
simple gates: 9 / 9 / 17.0
compound gates: 7 / 7 / 19.5
stage by stage:
stage | instance area [sq um] | worst slack, ns | instances | power, W
4_1_cts | 572 | -0.520 | 99 | 0.000206
3_3_place_gp | 536 | -1.27 | 95 | 0.000201
3_5_place_dp | 536 | -1.28 | 95 | 0.000202
2_1_floorplan | 304 | -0.112 | 31 | 0.0000809
6_report | 618 | -0.391 | 100 | 0.000230
5_1_grt | 618 | -0.450 | 100 | 0.000253
Yosys cell counts (2+ instances only):
| cell type | instances |
|---|---|
| sky130_fd_sc_hd__ha_1 | 6 |
| sky130_fd_sc_hd__nor2_1 | 5 |
| sky130_fd_sc_hd__mux2i_1 | 3 |
| sky130_fd_sc_hd__nand2_1 | 2 |
| sky130_fd_sc_hd__inv_1 | 3 |
per-layer routing:
| layer | track usage, % | wire length, um | up-vias |
|---|---|---|---|
| met1 | 3.18 | 366 | 146 |
| met5 | 0 | 0 | - |
| met2 | 4.98 | 452 | 5 |
| met4 | 0 | 0 | 0 |
| met3 | 0.455 | 42 | 0 |
| li1 | - | - | 154 |
worst min-delay path by stage:
stage / startpoint / endpoint / slack (ns) / cells past startpoint
CTS: address[0] / data[1] / 0.87 / 5
global route: address[0] / data[1] / 0.76 / 4
finish: address[0] / data[1] / 0.74 / 4
area by class of cell:
cell class | instances | area (sq um) | area share, %
Multi-Input combinational cell | 26 | 284 | 46.0
Timing Repair Buffer | 25 | 236 | 38.3
Inverter | 3 | 40.0 | 6.48
Tap cell | 46 | 57.6 | 9.31
what timing repair did:
item / CTS / global route
pin swaps: 6 / 5
setup endpoints to repair: 7 / 7
setup buffers: 3 / 3
resized: 41 / 20
cloned: 1 / 0
Power figures rest on the tool's default switching activity, not on a simulated workload.
